===== run.sh =====
#!/bin/bash
# OpenROAD 26Q1-2900-gdf79404cd8, Yosys 0.63+post, stock flow scripts
make -C /OpenROAD-flow-scripts/flow DESIGN_CONFIG=/design/flow/config.mk WORK_HOME=/design/flow/orfs finish

===== config.mk =====
export PLATFORM = sky130hd
export DESIGN_NAME = lab3
export DESIGN_NICKNAME = lab3
export VERILOG_FILES = /design/flow/design.v
export SDC_FILE = /design/flow/constraint.sdc
export NUM_CORES = 4
export LEC_CHECK = 1
export CORE_AREA = 10 10 70 70
export DIE_AREA = 0 0 80 80

===== constraint.sdc =====
current_design lab3

set clk_period 2.1
set clk_io_pct 0.2

create_clock -name clk0 -period $clk_period

set non_clock_inputs [all_inputs -no_clocks]
set_input_delay [expr $clk_period * $clk_io_pct] -clock clk0 $non_clock_inputs
set_output_delay [expr $clk_period * $clk_io_pct] -clock clk0 [all_outputs]

===== design.v =====
module lab3 (
    input [3:0] SW,      
    output reg [6:0] HEX     
);
reg [6:0] result;
always @(*) begin
    case (SW)
        4'd0, 4'd1, 4'd2: result = SW;
        4'd3, 4'd4, 4'd5: result = SW * 2 + 1;
        4'd6, 4'd7, 4'd8: result = SW * 2 - 1;
        default: result = 7'b0;
    endcase
end
always @(*) begin
    case(result)
		4'd0: HEX = 7'b1000000; 
		4'd1: HEX = 7'b1111001;
		4'd2: HEX = 7'b0100100;
		4'd3: HEX = 7'b0110000;
		4'd4: HEX = 7'b0011001;
		4'd5: HEX = 7'b0010010;
		4'd6: HEX = 7'b0000010;
		4'd7: HEX = 7'b1111000;
		4'd8: HEX = 7'b0000000;
		4'd9: HEX = 7'b0010000;
		4'd10: HEX = 7'b0001000;
		4'd11: HEX = 7'b0000011;
		4'd12: HEX = 7'b1000110;
		4'd13: HEX = 7'b0100001;
		4'd14: HEX = 7'b0000110;
	   default : HEX = 7'b0001110;
	endcase
end
endmodule

==> impl_metrics.yaml <==
# implementation run metrics
status:
  status: "finished, violations left"
  violations: "negative setup slack"
global_route:
  grt_max_degree: 8
  grt_pass1_vias: 761
  grt_pass1_wl_um: 3750
  grt_use_total: 0.0688
  grt_overflow: 0
  antenna_found_initial: 0
setup_path:
  path_buffers: 5
  cp_max_fo: 4
  cp_top_family: "AND-OR/OR-AND gates"
  arrival_ps: 2330
  crit_path_max_incr_delay_ps: 440
  crit_path_start_kind: "input pin"
  endpoint_kind: "output port"
  critPathRequiredTime_ps: 1680
  path_cells: "buf_8, buf_4, ha_4, nor2_2, a2111o_1, o211ai_4, buf_6, ha_4, buf_6, or3b_4, o211ai_1, buf_2"
  critPathSlowestCell: "a2111o_1"
  criticalPathCategory: "in -> out"
  crit_start: "SW[0]"
timing:
  worst-slew-pin-transition_ps: 434
  fin_ws_ps: -653
  hold_ws_ps: 1560
  fin_crit_sh: 1.31
  fin_crit_ps: 2750
  rsz0062_at_grt: "true"
  tns_ps: -4010
  slew_violations: 0
  finalHoldViolations: 0
  setup_viol: 7
  max_freq_mhz: 363
  maxSlewHeadroom: 0.708
layout:
  final_cell_mix: "buf_4, ha_4, buf_6"
  flops: 0
  register_area_um2: 0
  syn2layout_area_growth_pct: 138
  n_clock_buffer: 0
  instances_no_fill: 161
  drive_gt1_frac: 0.757
  utilization: 0.362
  lay_top_count: "buf_4"
  fillers: 340
floorplan:
  core_region_area_um2: 3420
  fp_util: 0.152
  num_rows: 21
  die_height_um: 80
  chip_area_um2: 6400
  ios: 11
  die_width_um: 80
placed_design:
  gp_congestion: 0.880
  port_buffers: 11
  place_ws_ps: -1530
  dp.cells: 143
  dp_hpwl_um: 1290
detailed_routing:
  wl_per_cell_um: 12.9
  insertedDiodeCount: 0
  dr_total_vias: 685
  first_pass_iters: 3
  drc: 0
  viasPerCell: 4.25
  wirelength_um: 2080
  ant_nets: 0
  dr.first_iter.drc_count: 19
logic_synthesis:
  yosys_warnings: 1
  synth_cells: 66
  ys_sh_xor: 0.0168
  ys_chip_area_um2: 520
  synth_top_area_share: 0.264
  avgSynthCellArea_um2: 7.89
  simple_gate_share: 0.243
  yosysTopAreaCell: "ha_1"
  ys_types: 37
  ys_cells: 66
  mux_area_frac: 0.0601
  ys_seq_share: 0
  aoi_share: 0.358
  netlist_area_um2: 520
  ys_top_cells_by_area: "ha_1, nand2_1, o211ai_1, mux2i_1, nor2_1"
  synth-adder-area-share: 0.264
  synthTopLogicFamily: "AND-OR/OR-AND gates"
clock_tree:
  hold_buffers: 0
worst_hold_path:
  min_from: "SW[0]"
  holdCritPathClass: "in -> out"
power:
  p_per_area_nw_per_um2: 270
  peakVddDrop_mv: 0.128
  power.leakage_nw: 0.503
run:
  warning_count: 44
  maxCapViolCount: 0
## per-layer routing
layer	vias to the layer above	wire length, um	track usage	share of wire
met2	5	971	0.115	0.47
met4	0	0	0	0
met5	-	0	0	0
li1	347	-	-	-
met3	0	40	0.00568	0.019
met1	333	1070	0.0989	0.51
## Yosys cell counts, types with 2 or more instances
cell	number
ha_1	11
nand2_1	8
nor2_1	5
inv_1	4
o211ai_1	3
mux2i_1	2
nand3_1	2
nor3_1	2
## tightest hold or removal path, cell delays in order
cell	delay [ps]
buf_8	110
inv_8	60
buf_4	110
a21boi_0	150
a31oi_1	170
buf_2	120
## layout make-up
cell class,instances,area (um^2),area share
multi-input combinational,60,726,0.587
inverter,4,35.0,0.0283
tap,46,57.6,0.0466
timing repair buffer,51,418,0.338
## report_power, final
part | switching [W] | total, W | leakage [nW] | internal (W)
Sequential | 0 | 0 | 0 | 0
Combinational | 0.000144 | 0.000334 | 0.503 | 0.000190
Clock | 0 | 0 | 0 | 0
## cell families (layout without fill, tap and decap cells)
| logic type | Yosys count | count (layout) |
|---|---|---|
| AOI/OAI and AO/OA | 21 | 21 |
| xor gates and xnor gates | 1 | 1 |
| buffers and inverters | 6 | 55 |
| muxes | 3 | 3 |
| adders and majority gates | 11 | 11 |
| and+or+nand+nor | 24 | 24 |
## repair_timing
| action | 4_1_cts | 5_1_grt |
|---|---|---|
| endpoints found under the hold margin | 0 | 0 |
| gates resized | 69 | 13 |
| setup endpoints to repair | 7 | 7 |
| setup buffers | 16 | 3 |
| pin swaps | 14 | 7 |
## per-stage QoR
| stage | total power (W) | instance area [um^2] |
|---|---|---|
| 5_1_grt | 0.000365 | 1240 |
| 6_report | 0.000334 | 1240 |
| 2_1_floorplan | 0.000114 | 598 |
| 3_5_place_dp | 0.000234 | 916 |
| 4_1_cts | 0.000305 | 1170 |
| 3_3_place_gp | 0.000231 | 916 |
## worst paths after layout
check,endpoint,slack (ps),cells past startpoint
max,HEX[2],-650,12
min,HEX[6],1560,6
Power is estimated from default activity; no workload was simulated.
