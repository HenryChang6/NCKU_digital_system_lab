### flow/config.mk
export PLATFORM = sky130hd
export DESIGN_NAME = KeyPad_Controller
export DESIGN_NICKNAME = KeyPad_Controller
export VERILOG_FILES = /design/flow/design.v
export SDC_FILE = /design/flow/constraint.sdc
export NUM_CORES = 4
export LEC_CHECK = 1
export CORE_UTILIZATION = 40
### flow/constraint.sdc
current_design KeyPad_Controller

set clk_period 6.6
set clk_io_pct 0.2

create_clock -name clk0 -period $clk_period [get_ports {clock}]

set non_clock_inputs [all_inputs -no_clocks]
set_input_delay [expr $clk_period * $clk_io_pct] -clock clk0 $non_clock_inputs
set_output_delay [expr $clk_period * $clk_io_pct] -clock clk0 [all_outputs]
### flow/design.v
module KeyPad_Controller(clock, reset, dot_row, dot_column,keypadCol, keypadRow);
input clock, reset;
input [3:0]keypadCol; 
output reg [7:0]dot_row;
output reg [7:0]dot_column;
output reg [3:0]keypadRow;
reg [31:0]keypadDelay;
reg [31:0]DotFD_Counter;
reg [3:0] keypadBuf;
reg DotFD_Clock;
reg [2:0]row_counter;
always @(posedge clock) begin
    if(!reset) begin
        DotFD_Counter <= 32'd0;
        DotFD_Clock <= 1'd0;
    end
    else begin
        if(DotFD_Counter == 32'd2500) begin
            DotFD_Counter <= 32'd0;
            DotFD_Clock <= ~DotFD_Clock;
        end
        else begin
            DotFD_Counter <= DotFD_Counter + 32'd1;
        end
    end
end
always @(posedge clock) begin
    if(!reset) begin
        keypadBuf <= 4'h0;
        keypadRow <= 4'b1110;
    end
    else begin 
        if(keypadDelay == 32'd250000) begin
            keypadDelay <= 32'd0;
            case({keypadRow,keypadCol}) 
                8'b1110_1110: keypadBuf <= 4'h7;
                8'b1110_1101: keypadBuf <= 4'h4;
                8'b1110_1011: keypadBuf <= 4'h1;
                8'b1110_0111: keypadBuf <= 4'h0;
                8'b1101_1110: keypadBuf <= 4'h8;
                8'b1101_1101: keypadBuf <= 4'h5;
                8'b1101_1011: keypadBuf <= 4'h2;
                8'b1101_0111: keypadBuf <= 4'hA;
                8'b1011_1110: keypadBuf <= 4'h9;
                8'b1011_1101: keypadBuf <= 4'h6;
                8'b1011_1011: keypadBuf <= 4'h3;
                8'b1011_0111: keypadBuf <= 4'hb;
                8'b0111_1110: keypadBuf <= 4'hc;
                8'b0111_1101: keypadBuf <= 4'hd;
                8'b0111_1011: keypadBuf <= 4'he;
                8'b0111_0111: keypadBuf <= 4'hf;
                default: keypadBuf <= keypadBuf;
            endcase
            case(keypadRow)
                4'b1110: keypadRow <= 4'b1101;
                4'b1101: keypadRow <= 4'b1011;
                4'b1011: keypadRow <= 4'b0111;
                4'b0111: keypadRow <= 4'b1110;
                default: keypadRow <= 4'b1110;
            endcase
        end
        else begin
            keypadDelay <= keypadDelay + 32'd1;
        end
    end
end
always @(posedge DotFD_Clock or negedge reset) begin
    if(!reset) begin
        dot_row <= 8'b0;
        dot_column <= 8'b0;
        row_counter <= 3'd0;
    end
    else begin 
        row_counter <= row_counter + 3'd1;
        case(row_counter) 
            3'd0: dot_row <= 8'b01111111;
            3'd1: dot_row <= 8'b10111111;
            3'd2: dot_row <= 8'b11011111;
            3'd3: dot_row <= 8'b11101111;
            3'd4: dot_row <= 8'b11110111;
            3'd5: dot_row <= 8'b11111011;
            3'd6: dot_row <= 8'b11111101;
            3'd7: dot_row <= 8'b11111110;
        endcase
        case(keypadBuf)
            4'h7:
                case(row_counter)
                    3'd0: dot_column <= 8'b00000000;
                    3'd1: dot_column <= 8'b00000000;
                    3'd2: dot_column <= 8'b00000000;
                    3'd3: dot_column <= 8'b00000000;
                    3'd4: dot_column <= 8'b00000000;
                    3'd5: dot_column <= 8'b00000000;
                    3'd6: dot_column <= 8'b00000011;
                    3'd7: dot_column <= 8'b00000011;
                endcase
            4'h4:
                case(row_counter)
                    3'd0: dot_column <= 8'b00000000;
                    3'd1: dot_column <= 8'b00000000;
                    3'd2: dot_column <= 8'b00000000;
                    3'd3: dot_column <= 8'b00000000;
                    3'd4: dot_column <= 8'b00000000;
                    3'd5: dot_column <= 8'b00000000;
                    3'd6: dot_column <= 8'b00001100;
                    3'd7: dot_column <= 8'b00001100;
                endcase
            4'h1:
                case(row_counter)
                    3'd0: dot_column <= 8'b00000000;
                    3'd1: dot_column <= 8'b00000000;
                    3'd2: dot_column <= 8'b00000000;
                    3'd3: dot_column <= 8'b00000000;
                    3'd4: dot_column <= 8'b00000000;
                    3'd5: dot_column <= 8'b00000000;
                    3'd6: dot_column <= 8'b00110000;
                    3'd7: dot_column <= 8'b00110000;
                endcase
            4'h0:
                case(row_counter)
                    3'd0: dot_column <= 8'b00000000;
                    3'd1: dot_column <= 8'b00000000;
                    3'd2: dot_column <= 8'b00000000;
                    3'd3: dot_column <= 8'b00000000;
                    3'd4: dot_column <= 8'b00000000;
                    3'd5: dot_column <= 8'b00000000;
                    3'd6: dot_column <= 8'b11000000;
                    3'd7: dot_column <= 8'b11000000;
                endcase
            4'h8:
                case(row_counter)
                    3'd0: dot_column <= 8'b00000000;
                    3'd1: dot_column <= 8'b00000000;
                    3'd2: dot_column <= 8'b00000000;
                    3'd3: dot_column <= 8'b00000000;
                    3'd4: dot_column <= 8'b00000011;
                    3'd5: dot_column <= 8'b00000011;
                    3'd6: dot_column <= 8'b00000000;
                    3'd7: dot_column <= 8'b00000000;
                endcase
            4'h5:
                case(row_counter)
                    3'd0: dot_column <= 8'b00000000;
                    3'd1: dot_column <= 8'b00000000;
                    3'd2: dot_column <= 8'b00000000;
                    3'd3: dot_column <= 8'b00000000;
                    3'd4: dot_column <= 8'b00001100;
                    3'd5: dot_column <= 8'b00001100;
                    3'd6: dot_column <= 8'b00000000;
                    3'd7: dot_column <= 8'b00000000;
                endcase
            4'h2:
                case(row_counter)
                    3'd0: dot_column <= 8'b00000000;
                    3'd1: dot_column <= 8'b00000000;
                    3'd2: dot_column <= 8'b00000000;
                    3'd3: dot_column <= 8'b00000000;
                    3'd4: dot_column <= 8'b00110000;
                    3'd5: dot_column <= 8'b00110000;
                    3'd6: dot_column <= 8'b00000000;
                    3'd7: dot_column <= 8'b00000000;
                endcase
            4'ha:
                case(row_counter)
                    3'd0: dot_column <= 8'b00000000;
                    3'd1: dot_column <= 8'b00000000;
                    3'd2: dot_column <= 8'b00000000;
                    3'd3: dot_column <= 8'b00000000;
                    3'd4: dot_column <= 8'b11000000;
                    3'd5: dot_column <= 8'b11000000;
                    3'd6: dot_column <= 8'b00000000;
                    3'd7: dot_column <= 8'b00000000;
                endcase
            4'h9:
                case(row_counter)
                    3'd0: dot_column <= 8'b00000000;
                    3'd1: dot_column <= 8'b00000000;
                    3'd2: dot_column <= 8'b00000011;
                    3'd3: dot_column <= 8'b00000011;
                    3'd4: dot_column <= 8'b00000000;
                    3'd5: dot_column <= 8'b00000000;
                    3'd6: dot_column <= 8'b00000000;
                    3'd7: dot_column <= 8'b00000000;
                endcase
            4'h6:
                case(row_counter)
                    3'd0: dot_column <= 8'b00000000;
                    3'd1: dot_column <= 8'b00000000;
                    3'd2: dot_column <= 8'b00001100;
                    3'd3: dot_column <= 8'b00001100;
                    3'd4: dot_column <= 8'b00000000;
                    3'd5: dot_column <= 8'b00000000;
                    3'd6: dot_column <= 8'b00000000;
                    3'd7: dot_column <= 8'b00000000;
                endcase
            4'h3:
                case(row_counter)
                    3'd0: dot_column <= 8'b00000000;
                    3'd1: dot_column <= 8'b00000000;
                    3'd2: dot_column <= 8'b00110000;
                    3'd3: dot_column <= 8'b00110000;
                    3'd4: dot_column <= 8'b00000000;
                    3'd5: dot_column <= 8'b00000000;
                    3'd6: dot_column <= 8'b00000000;
                    3'd7: dot_column <= 8'b00000000;
                endcase
            4'hb:
                case(row_counter)
                    3'd0: dot_column <= 8'b00000000;
                    3'd1: dot_column <= 8'b00000000;
                    3'd2: dot_column <= 8'b11000000;
                    3'd3: dot_column <= 8'b11000000;
                    3'd4: dot_column <= 8'b00000000;
                    3'd5: dot_column <= 8'b00000000;
                    3'd6: dot_column <= 8'b00000000;
                    3'd7: dot_column <= 8'b00000000;
                endcase
            4'hc:
                case(row_counter)
                    3'd0: dot_column <= 8'b00000011;
                    3'd1: dot_column <= 8'b00000011;
                    3'd2: dot_column <= 8'b00000000;
                    3'd3: dot_column <= 8'b00000000;
                    3'd4: dot_column <= 8'b00000000;
                    3'd5: dot_column <= 8'b00000000;
                    3'd6: dot_column <= 8'b00000000;
                    3'd7: dot_column <= 8'b00000000;
                endcase
            4'hd:
                case(row_counter)
                    3'd0: dot_column <= 8'b00001100;
                    3'd1: dot_column <= 8'b00001100;
                    3'd2: dot_column <= 8'b00000000;
                    3'd3: dot_column <= 8'b00000000;
                    3'd4: dot_column <= 8'b00000000;
                    3'd5: dot_column <= 8'b00000000;
                    3'd6: dot_column <= 8'b00000000;
                    3'd7: dot_column <= 8'b00000000;
                endcase
            4'he:
                case(row_counter)
                    3'd0: dot_column <= 8'b00110000;
                    3'd1: dot_column <= 8'b00110000;
                    3'd2: dot_column <= 8'b00000000;
                    3'd3: dot_column <= 8'b00000000;
                    3'd4: dot_column <= 8'b00000000;
                    3'd5: dot_column <= 8'b00000000;
                    3'd6: dot_column <= 8'b00000000;
                    3'd7: dot_column <= 8'b00000000;
                endcase
            4'hf:
                case(row_counter)
                    3'd0: dot_column <= 8'b11000000;
                    3'd1: dot_column <= 8'b11000000;
                    3'd2: dot_column <= 8'b00000000;
                    3'd3: dot_column <= 8'b00000000;
                    3'd4: dot_column <= 8'b00000000;
                    3'd5: dot_column <= 8'b00000000;
                    3'd6: dot_column <= 8'b00000000;
                    3'd7: dot_column <= 8'b00000000;
                endcase
        endcase
    end
end
endmodule
### flow/run.sh
#!/bin/bash
# OpenROAD 26Q1-2900-gdf79404cd8, Yosys 0.63+post, stock flow scripts
make -C /OpenROAD-flow-scripts/flow DESIGN_CONFIG=/design/flow/config.mk WORK_HOME=/design/flow/orfs finish
==> results_slide.txt <==
Synthesis and Place & Route Summary

Outcome
  – Outcome: complete, no violations

Cells and area
  – Filler cells: 1,020
  – Ratio of cells with drive above 1 in the final layout: 5.95%
  – Layout Utilization: 46.6%
  – Comb. cell area: 2140 µm²
  – Syn-to-layout area delta: 13.5%
  – Top cell excl fill/tap: nor2_1
  – FF+latch area: 2380 µm²
  – Most frequent logic cells in the routed design: 53 x nor2_1, 52 x dfxtp_1, 41 x nand2_1
  – Finished Cell Area: 5320 µm²

Hold path
  – Hold endpoint: DotFD_Counter[0]
  – Hold Path Origin: DotFD_Counter[0]
  – Tightest Hold Check Type: flop to flop
  – WHS Path Cells: 1

Synthesis
  – Flip-flops with a built-in enable: 32
  – Yosys warnings: 1
  – Yosys Chip Area: 4680 µm²
  – Synth Cell Area: 4680 µm²
  – Unique cell types: 45
  – Ys async rst share: 15.2%
  – Post-synth seq share: 50.7%
  – Commonest flop: dfxtp_1
  – Seq cells post-synth: 99
  – Cells in synth_stat.txt: 461
  – Instance tally after logic synthesis: 461
  – Synth Area per Inst: 10.2 µm²

GRT
  – First-pass GRT wire length: 14,800 µm
  – Antenna violations before repair: 0
  – Largest net degree at the start of global routing: 37
  – Vias in the first global route: 3,092
  – GRT overflow: 0
  – GRT Total Usage: 15.7%

Timing
  – Max-slew headroom: 45.9%
  – Setup TNS: 0 ns
  – Fin. max-slew vios: 0
  – Clock skew: 0.00664 ns
  – Setup violations, final: 0
  – Count of unclocked register or latch pins: 15
  – Final Hold Fails: 0
  – Final worst setup slack: 3.54 ns
  – RSZ-0062 raised after global routing: false
  – Number of unconstrained endpoints: 31
  – Fmax: 327 MHz
  – Final period util: 46.4%
  – Worst-margin pin slew: 0.808 ns
  – Tmin final: 3.06 ns

Setup path
  – FF-to-FF setup slack: 4.07 ns
  – Nature of the critical path endpoint: flop
  – Crit-path cells: clkdlybuf4s50_1 > nand2_1 > nor3b_1 > a21oi_1 > nor3b_2 > o221ai_1
  – Worst Path Arrival: 3.23 ns
  – Cells on worst reg2reg path: 8
  – Critical path's slowest cell: nor3b_2
  – WP buf/inv: 1
  – Reg2reg end: keypadBuf[0]
  – Worst Setup Start Kind: input port
  – CP required: 6.77 ns
  – Peak fanout along the critical path: 14
  – WS Path Type: input port to flop
  – Crit-path leading delay family: simple AND/OR/NAND/NOR gates
  – Reg2reg start: keypadDelay[0]
  – Worst path max stage delay: 0.70 ns

Routing
  – Number of remaining DRC errors: 0
  – DRT Pass-1 Iters: 4
  – DR vias: 3,318
  – Final wirelength: 8510 µm
  – Post-route ant nets: 0
  – Wire length per cell: 13.5 µm
  – Via-to-Cell Ratio: 5.27
  – Antenna Cells: 0
  – Initial DRC Count: 210

Clocking
  – Postcts setup bufs: 0
  – H-tree lvl count: 3
  – CTS buffer count: 9
  – Root Buffer: clkbuf_16
  – CTS tree: done
  – Post-CTS Resized: 0
  – Clk latency of the worst-skew pair: 0.33 ns
  – # hold bufs at CTS: 0
  – Worst-path clk slew: 0.06 ns
  – Longest Clk Path Bufs: 2

Job
  – OpenROAD warnings: 31
  – # Max-Cap Violations: 0

Placement
  – PortBufs: 25
  – Pre-CTS setup slack: 3.22 ns
  – Dpl hpwl: 5820 µm
  – DP Area: 5010 µm²
  – Final GP Congestion: 0.826

Die
  – Number of I/O pins: 26
  – Initial core utilization: 41.0%
  – Core footprint: 11,400 µm²
  – DIE WIDTH: 110 µm
  – Die Height: 110 µm
  – Cell Rows: 39
  – Die Size: 12,100 µm²

Pwr
  – P per Cell Area: 210 nW/µm²
  – Total chip power: 1.12 mW
  – Pleak: 1.84 nW
  – Peak VDD IR: 0.167 mV
==> kinds of logic (layout without fill, tap and decap cells) <==
group | Yosys count | in the layout | share of synthesized area [%]
simple gates | 228 | 228 | 26.2
flops | 99 | 99 | 50.7
mux | 3 | 3 | 1.44
fa+ha+maj | 9 | 9 | 2.40
buf+inv | 30 | 56 | 3.53
xor+xnor | 62 | 62 | 11.6
compound gates | 30 | 30 | 4.06
==> flip-flops by register name (all words and copies together) (netlist names) <==
name	count
dot_column	4
dot_row	8
keypadRow	4
row_counter	3
keypadBuf	15
DotFD_Counter	32
keypadDelay	32
DotFD_Clock	1
==> worst max-delay path by stage <==
stage / from / endpoint / slack (ns) / depth (start not counted)
final: keypadCol[2] / keypadBuf[0] / 3.54 / 6
after global routing: keypadCol[2] / keypadBuf[4] / 3.34 / 6
after CTS: keypadCol[2] / keypadBuf[0] / 3.57 / 6
==> per-layer routing <==
| metal | vias to the layer above | share of wire [%] | global-route usage, % |
|---|---|---|---|
| met5 | - | 0 | 0 |
| met4 | 0 | 0.69 | 1.41 |
| met3 | 5 | 3.0 | 3.12 |
| met2 | 37 | 46 | 24.0 |
| met1 | 1577 | 51 | 25.1 |
| li1 | 1699 | - | - |
==> metrics by stage <==
step           hold WS (ns)  std cells
2_1_floorplan         0.441        461
3_3_place_gp          0.459        614
4_1_cts               0.482        630
5_1_grt               0.506        630
3_5_place_dp          0.468        614
6_report              0.477        630
==> where the power goes <==
group	total, mW	internal [mW]	switching [mW]
clock network	0.494	0.309	0.185
registers	0.577	0.556	0.0211
logic	0.0448	0.0199	0.0248
==> final cells by class <==
type / count / area share (%)
Sequential cell: 99 / 44.7
Multi-Input combinational cell: 332 / 40.3
Clock buffer: 16 / 5.69
Timing Repair Buffer: 29 / 5.18
Tap cell: 143 / 3.36
Inverter: 11 / 0.776
==> Yosys cell counts, types with 2 or more instances <==
library cell  count  area share, %
a21oi_1           5           0.53
a31oi_1           2           0.27
xor2_1           30            5.6
nand2_1          41            3.3
nor4b_1           4           0.75
inv_1            11           0.88
nand2b_1          9            1.2
nor4bb_1          2           0.43
and2_1            3           0.40
nor2_1           53            4.2
buf_4             4           0.64
nor4_1           17            2.3
nor3_1            5           0.53
xnor2_1          32            6.0
or2_2             2           0.27
a21o_1            3           0.48
edfxtp_1         32             21
mux4_2            3            1.4
nand3_1          28            3.0
nand4_1          26            3.5
and4_1            8            1.5
nor2b_1           3           0.40
and3_1           11            1.5
dfrtp_1          15            8.0
o21ai_0           2           0.21
or4_1             2           0.32
clkbuf_1          9           0.72
o22ai_1          14            1.9
or3_1             4           0.53
dfxtp_1          52             22
nor4_2            2           0.53
nor3b_1           2           0.32
ha_1              9            2.4
buf_2             3           0.32
buf_8             3           0.96
Power figures rest on the tool's default switching activity, not on a simulated workload.
