$ cat flow/design.v
module traffic_light_system(clk,reset,dot_row,dot_column,seven_display);
input clk;
input reset;
output reg [7:0] dot_row;
output reg [7:0] dot_column;
output reg [6:0] seven_display;
parameter S_green = 2'b00, S_yellow = 2'b01, S_red = 2'b10;
reg [31:0] DividerTimeCounter1, DividerTimeCounter2;
reg clk_div1, clk_div2;
reg [3:0] TimeCounter;
reg [1:0] state;
reg [2:0] row_counter;
always @(posedge clk) begin
    if(!reset) begin
        DividerTimeCounter1 <= 32'd0;
        DividerTimeCounter2 <= 32'd0;
        clk_div1 <= 1'd0;
        clk_div2 <= 1'd0;
    end
    else begin
        if(DividerTimeCounter1 == 32'd25000000) begin
            DividerTimeCounter1 <= 32'd0;
            clk_div1 <= ~clk_div1;
            DividerTimeCounter2 <= 32'd0;
            clk_div2 <= ~clk_div2;
        end
        else if(DividerTimeCounter2 == 32'd2500) begin
            DividerTimeCounter2 <= 32'd0;
            clk_div2 <= ~clk_div2;
        end
        else begin
            DividerTimeCounter1 <= DividerTimeCounter1 + 32'd1;
            DividerTimeCounter2 <= DividerTimeCounter2 + 32'd1;
        end
    end
end
always @(posedge clk_div1 or negedge reset) begin
    if(!reset) begin
        state <= S_green;
		  TimeCounter <= 4'd10;
    end
    else begin
        if(TimeCounter == 4'd0) begin
            case(state)
                S_green: 
                    begin 
                        state <= S_yellow;
                        TimeCounter <= 4'd3;
                    end 
                S_yellow: 
                    begin
                        state <= S_red;
                        TimeCounter <= 4'd15;
                    end
                S_red: 
                    begin
                    state <= S_green;
                    TimeCounter <= 4'd10;
                    end
            endcase
        end
        else begin
            TimeCounter <= TimeCounter - 4'd1; 
        end
    end
end
always @(posedge clk_div2 or negedge reset) begin
	 if(!reset) begin
		  dot_row <= 8'b00000000;
        dot_column <= 8'b11111111;
		  row_counter <= 3'b0;
	 end
	 else begin
		if(state == S_green) begin 
		  case(row_counter)
				3'd0:
					 begin
						  dot_row <= 8'b01111111; 
						  dot_column <= 8'b00110000;
					 end
				3'd1:
					 begin
						  dot_row <= 8'b10111111; 
						  dot_column <= 8'b00110000;
					 end
				3'd2:
					 begin
						  dot_row <= 8'b11011111; 
						  dot_column <= 8'b10011000;
					 end
				3'd3:
					 begin
						  dot_row <= 8'b11101111; 
						  dot_column <= 8'b01111110;
					 end
				3'd4:
					 begin
						  dot_row <= 8'b11110111; 
						  dot_column <= 8'b00011001;
					 end
				3'd5:
					 begin
						  dot_row <= 8'b11111011; 
						  dot_column <= 8'b00011000;
					 end
				3'd6:
					 begin
						  dot_row <= 8'b11111101; 
						  dot_column <= 8'b00010100;
					 end
				default:
					 begin
						  dot_row <= 8'b11111110; 
						  dot_column <= 8'b00010010;
					 end
		  endcase
		end
		else if(state == S_yellow) begin
		  case(row_counter)
				3'd0:
					 begin
						  dot_row <= 8'b01111111; 
						  dot_column <= 8'b00000000;
					 end
				3'd1:
					 begin
						  dot_row <= 8'b10111111; 
						  dot_column <= 8'b00100100;
					 end
				3'd2:
					 begin
						  dot_row <= 8'b11011111; 
						  dot_column <= 8'b00111100;
					 end
				3'd3:
					 begin
						  dot_row <= 8'b11101111; 
						  dot_column <= 8'b10111101;
					 end
				3'd4:
					 begin
						  dot_row <= 8'b11110111; 
						  dot_column <= 8'b11111111;
					 end
				3'd5:
					 begin
						  dot_row <= 8'b11111011; 
						  dot_column <= 8'b00111100;
					 end
				3'd6:
					 begin
						  dot_row <= 8'b11111101; 
						  dot_column <= 8'b00111100;
					 end
				default:
					 begin
						  dot_row <= 8'b11111110; 
						  dot_column <= 8'b00000000;
					 end
		  endcase
		end
		else begin
		  case(row_counter)
				3'd0:
					 begin
						  dot_row <= 8'b01111111; 
						  dot_column <= 8'b00011000;
					 end
				3'd1:
					 begin
						  dot_row <= 8'b10111111; 
						  dot_column <= 8'b00011000;
					 end
				3'd2:
					 begin
						  dot_row <= 8'b11011111; 
						  dot_column <= 8'b00111100;
					 end
				3'd3:
					 begin
						  dot_row <= 8'b11101111; 
						  dot_column <= 8'b00111100;
					 end
				3'd4:
					 begin
						  dot_row <= 8'b11110111; 
						  dot_column <= 8'b01011010;
					 end
				3'd5:
					 begin
						  dot_row <= 8'b11111011; 
						  dot_column <= 8'b00011000;
					 end
				3'd6:
					 begin
						  dot_row <= 8'b11111101; 
						  dot_column <= 8'b00011000;
					 end
				default:
					 begin
						  dot_row <= 8'b11111110; 
						  dot_column <= 8'b00100100;
					 end
		  endcase
		end
        row_counter <= row_counter + 3'd1;
	end
end
always @(TimeCounter) begin
    case(TimeCounter)
		4'd0 : seven_display = 7'b1000000;
		4'd1 : seven_display = 7'b1111001;
		4'd2 : seven_display = 7'b0100100;
		4'd3 : seven_display = 7'b0110000;
		4'd4 : seven_display = 7'b0011001;
		4'd5 : seven_display = 7'b0010010;
		4'd6 : seven_display = 7'b0000010;
		4'd7 : seven_display = 7'b1111000;
		4'd8 : seven_display = 7'b0000000;
		4'd9 : seven_display = 7'b0010000;
		4'd10 : seven_display = 7'b0001000;
		4'd11 : seven_display = 7'b0000011;
		4'd12 : seven_display = 7'b1000110;
		4'd13 : seven_display = 7'b0100001;
		4'd14 : seven_display = 7'b0000110;
		default : seven_display = 7'b0001110;
	endcase
end
endmodule
$ cat flow/run.sh
#!/bin/bash
# OpenROAD 26Q1-2900-gdf79404cd8, Yosys 0.63+post, stock flow scripts
make -C /OpenROAD-flow-scripts/flow DESIGN_CONFIG=/design/flow/config.mk WORK_HOME=/design/flow/orfs finish
$ cat flow/config.mk
export PLATFORM = sky130hd
export DESIGN_NAME = traffic_light_system
export DESIGN_NICKNAME = traffic_light_system
export VERILOG_FILES = /design/flow/design.v
export SDC_FILE = /design/flow/constraint.sdc
export NUM_CORES = 4
export LEC_CHECK = 1
export CORE_UTILIZATION = 50
$ cat flow/constraint.sdc
current_design traffic_light_system

set clk_period 5.2
set clk_io_pct 0.2

create_clock -name clk0 -period $clk_period [get_ports {clk}]

set non_clock_inputs [all_inputs -no_clocks]
set_input_delay [expr $clk_period * $clk_io_pct] -clock clk0 $non_clock_inputs
set_output_delay [expr $clk_period * $clk_io_pct] -clock clk0 [all_outputs]
==> impl_metrics.csv <==
group,metric,value,unit
hold_path,hold_class,"flop to flop",
floorplanning,die-area,9410,sq um
floorplanning,rows,34,
worst_setup_path,arrival,2950,ps
placed_design,io_buffers,24,
hold_path,hold_depth,2,
logic_synthesis,synth-seq-cells,92,
logic_synthesis,yosys_area,4520,sq um
timing,tns,0,ps
worst_setup_path,critPathLaunchType,"flop",
cells_and_area,seq_area,1990,sq um
global_routing,grt_pass1_wl,15000,microns
drt,routed_wl,8180,microns
logic_synthesis,yosys_most_used_dff,"dfxtp_1",
timing,hold_violations,0,
worst_setup_path,crit_required,5470,ps
timing,max_freq,373,MHz
worst_setup_path,r2r_cells,7,
clock_network,ctsHoldBuffers,0,
cells_and_area,comb_area,2370,sq um
drt,drcViolationCount,0,
worst_setup_path,r2r_setup_slack,2520,ps
logic_synthesis,yosysWarnings,1,
clock_network,htree_num_levels,3,
cells_and_area,lay_top_count,"nor2_1",
logic_synthesis,edf_count,0,
cells_and_area,final_cell_mix,"nor2_1, dfxtp_1, xor2_1",
floorplanning,fp.dieW,97.0,microns
run,log.warning_count,35,
logic_synthesis,netlist_area,4520,sq um
timing,unclocked_regs,26,
clock_network,cts_tree,"yes",
timing,untimed_endpoints,49,
clock_network,clkLatencyLatePin,340,ps
timing,worst_pin_slew,722,ps
pwr,report.power.total,0.00101,W
worst_setup_path,crit_type,"flop to flop",
pwr,peakVddDrop,166,uV
clock_network,clockBufferDepth,2,
placed_design,post-dp-hpwl,5590,microns
global_routing,grt_start_max_net_pins,34,
timing,slew_viol_final,0,
floorplanning,ioPinCount,25,
timing,finalClockSkew,12.9,ps
pwr,p_per_area,200,nW/um^2
global_routing,grt_pass1_vias,3252,
global_routing,grtUsageTotal,19.2,%
clock_network,cts_root_buf,"clkbuf_8",
drt,via_count,3529,
logic_synthesis,postSynthAreaPerCell,9.07,sq um
worst_setup_path,r2r-start,"DividerTimeCounter2[0]$_SDFF_PP0_",
pwr,leakage,1.83,nW
cells_and_area,fillers,750,
drt,antenna_left,0,
clock_network,post-cts-setup-buffers,0,
cells_and_area,area_growth,11.9,%
placed_design,routabilityCongestion,0.820,
run,drv_cap,0,
timing,rsz0062_at_grt,"no",
worst_setup_path,crit_fanout,18,
clock_network,cts_resized,0,
worst_setup_path,critPathCaptureType,"flop",
timing,post-route-period-util,51.5,%
logic_synthesis,ys_cells,498,
logic_synthesis,ys_seq_share,44.0,%
floorplanning,dieHeight,97.0,microns
global_routing,gr-total-overflow,0,
timing,setup_viol,0,
cells_and_area,layout-drive-gt1-share,8.99,%
logic_synthesis,async_flop_share,28.3,%
timing,fin_crit,2680,ps
drt,routed_via_density,5.59,
drt,drt_iter0_drc,140,
floorplanning,initial_core_util,51.8,%
clock_network,cts_buffers,9,
hold_path,hp-start,"DividerTimeCounter1[31]$_SDFFE_PP0P_",
floorplanning,coreArea,8720,sq um
outcome,status,"completed",
timing,slew_headroom,51.7,%
logic_synthesis,synthCells,498,
global_routing,antenna_found_initial,0,
clock_network,clk_pin_slew_worst_paths,70,ps
worst_setup_path,rr_endpoint,"DividerTimeCounter1[27]$_SDFFE_PP0P_",
drt,post_drt_wl_per_cell,13.0,microns
logic_synthesis,synth_cell_type_count,56,
drt,drt_pass1_iterations,4,
hold_path,min_to,"DividerTimeCounter1[31]$_SDFFE_PP0P_",
drt,n_antenna_cell,0,
==> critical path, cell delays in order, from the launching register on <==
cell and delay (ps):
dfxtp_1 360, inv_1 80, ha_1 130, nor4b_1 230, nand4_1 610, o2111ai_1 850
o21ai_0 200, a21oi_1 140
==> cell families (layout without fill, tap and decap cells) <==
| group | Yosys count | count (layout) | share of synthesized area, % |
|---|---|---|---|
| adder cells (fa/ha/maj) | 15 | 15 | 4.16 |
| buffers and inverters | 38 | 63 | 3.49 |
| flip-flops | 92 | 92 | 44.0 |
| multiplexers | 8 | 8 | 2.13 |
| XOR/XNOR | 46 | 46 | 8.92 |
| AND-OR/OR-AND | 83 | 83 | 12.1 |
| AND/OR/NAND/NOR | 216 | 216 | 25.3 |
==> stage by stage <==
| step | instance area, sq um | setup slack [ps] | hold slack [ps] | utilization (%) | cells |
|---|---|---|---|---|---|
| after floorplan | 4520 | 3350 | 452 | - | 498 |
| after global placement | 4830 | 2230 | 475 | 55.4 | 615 |
| after detailed placement | 4830 | 2200 | 485 | 55.4 | 615 |
| after CTS | 5050 | 2540 | 496 | 57.9 | 631 |
| after global routing | 5050 | 2080 | 522 | 57.9 | 631 |
| final | 5050 | 2520 | 491 | 57.9 | 631 |
==> how the worst max path moves through the flow <==
stage	from	end	slack, ps	cells after the start
final	DividerTimeCounter2[0]$_SDFF_PP0_	DividerTimeCounter1[27]$_SDFFE_PP0P_	2520	7
after global routing	DividerTimeCounter2[0]$_SDFF_PP0_	DividerTimeCounter1[23]$_SDFFE_PP0P_	2080	7
after CTS	DividerTimeCounter2[0]$_SDFF_PP0_	DividerTimeCounter1[27]$_SDFFE_PP0P_	2540	7
==> registers in the layout (all words and copies together) (netlist names), named ones only <==
signal / cells
TimeCounter: 4
dot_row: 8
row_counter: 3
DividerTimeCounter1: 32
DividerTimeCounter2: 32
dot_column: 8
clk_div1: 1
clk_div2: 1
==> cell type report <==
cell class / count / share of cell area (%)
Clock buffer: 9 / 2.45
Clock inverter: 7 / 1.86
Inverter: 19 / 1.41
Multi-Input combinational cell: 368 / 47.0
Sequential cell: 92 / 39.3
Tap cell: 108 / 2.67
Timing Repair Buffer: 28 / 5.35
==> where the power goes <==
| group | total (W) | switching (W) | internal (W) | leakage (nW) |
|---|---|---|---|---|
| combinational | 0.0000290 | 0.0000195 | 0.00000950 | 0.902 |
| clock | 0.000468 | 0.000200 | 0.000269 | 0.105 |
| sequential | 0.000516 | 0.00000604 | 0.000510 | 0.820 |
==> Yosys cell counts (all sizes together) (2+ instances only) <==
cell type	count	area [sq um]
nor2	70	263
dfxtp	66	1320
xor2	36	315
nand2	29	111
a21oi	25	125
nand3	24	120
o21ai	24	120
nand4	21	138
inv	19	71.3
dfrtp	15	375
ha	15	188
or3	12	75.1
clkbuf	11	41.3
dfstp	11	289
nor3	11	70.1
nor4	11	83.8
o2111ai	10	87.6
xnor2	10	87.6
buf	8	45.0
or4	8	60.1
o31ai	7	52.6
and3	6	37.5
nor2b	5	31.3
and4	4	35.0
mux2i	4	40.0
mux2	3	33.8
nor4b	3	26.3
o211ai	3	22.5
or2	3	18.8
a22o	2	17.5
and4b	2	20.0
nand2b	2	12.5
o31a	2	17.5
==> per-layer routing <==
metal | track usage (%) | vias up | part of all wire, %
li1 | - | 1814 | -
met3 | 2.21 | 4 | 2.7
met5 | 0 | - | 0
met2 | 29.9 | 57 | 45
met4 | 2.30 | 0 | 0.61
met1 | 31.0 | 1654 | 51
Power and IR drop assume default switching activity.
